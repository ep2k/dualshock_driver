==> design/flow/design.v <==
module buttons_decoder (
    input logic [15:0] pad_buttons,
    output logic [6:0] hex_left,
    output logic [6:0] hex_right,
    output logic [3:0] leds
);
    assign hex_left = {
        pad_buttons[4],      
        pad_buttons[10],     
        pad_buttons[7],      
        pad_buttons[6],      
        pad_buttons[5],      
        1'b1,
        pad_buttons[8]       
    };
    assign hex_right = {
        pad_buttons[12],     
        1'b1,
        pad_buttons[15],     
        pad_buttons[14],     
        pad_buttons[13],     
        pad_buttons[11],     
        pad_buttons[9]       
    };
    assign leds = ~{
        pad_buttons[1],      
        pad_buttons[2],      
        pad_buttons[0],      
        pad_buttons[3]       
    };
endmodule
module pad_clk_generator (
    input logic clk_50mhz,
    output logic pad_clk = 1'b0  
);
    logic [5:0] divider = 6'd0;  
    always_ff @(posedge clk_50mhz) begin
        divider <= (divider == 6'd49) ? 6'd0 : (divider + 6'd1);
    end
    always_ff @(posedge clk_50mhz) begin
        if (divider == 6'd49) begin
            pad_clk <= ~pad_clk;
        end
    end
endmodule
module pad_driver (
    input  logic clk,                    
    input  logic reset,
    input  logic analog_mode,            
    input  logic vibrate_sub,            
    input  logic [7:0] vibrate,          
    input  logic dat,
    output logic cmd,
    output logic n_sel,
    output logic sclk,
    input  logic n_ack,
    output logic pad_connect,            
    output logic [15:0] pad_buttons,     
    output logic [7:0] pad_right_hori,   
    output logic [7:0] pad_right_vert,   
    output logic [7:0] pad_left_hori,    
    output logic [7:0] pad_left_vert     
);
    localparam logic [12:0] CTR_MAX = 13'd7999;
    logic [12:0] ctr = 13'd0;  
    logic [7:0] dat8 = 8'h00;
    logic [7:0] cmd8;
    logic [3:0] byte_length;
    assign n_sel = (ctr[12:10] != 3'd0);
    always_ff @(posedge clk) begin
        if (reset) begin
            ctr <= 13'd0;
        end else begin
            ctr <= (ctr == CTR_MAX) ? 13'd0 : (ctr + 13'd1); 
        end
    end
    logic com_time;
    assign com_time = (~n_sel) & (ctr[5:4] == 2'b10) & (ctr[9:6] < byte_length);
    assign sclk = ~(ctr[0] & com_time);
    always_ff @(posedge clk) begin
        if (reset) begin
            dat8 <= 8'h0;
            cmd <= 1'b0;
        end else if (com_time) begin
            if (ctr[0]) begin
                dat8[ctr[3:1]] <= dat;
            end else begin
                cmd <= cmd8[ctr[3:1]];
            end
        end
    end
    logic [2:0] state = 3'h0;
    logic [7:0] id = 8'h0;
    logic id_incorrect, analog_mode_now, mode_change;
    assign pad_connect = (state != 3'h0);
    assign id_incorrect = ~((id == 8'h41) | (id == 8'h73));
    assign analog_mode_now = (id == 8'h73);
    assign mode_change = analog_mode ^ analog_mode_now;
    always_ff @(posedge clk) begin
        if (reset) begin
            state <= 3'h0;
        end else if (ctr == CTR_MAX) begin
            case (state)
                3'h0: state <= id_incorrect ? 3'h0 : 3'h1;
                3'h5: state <= (id_incorrect | mode_change) ? 3'h0 : 3'h5;
                default: state <= state + 3'h1;
            endcase
        end
    end
    always_comb begin
        case (state)
            3'h0: byte_length = 4'h5;
            3'h1: byte_length = analog_mode_now ? 4'h9 : 4'h5;
            3'h2: byte_length = 4'h9;
            3'h3: byte_length = 4'h9;
            3'h4: byte_length = 4'h9;
            3'h5: byte_length = analog_mode_now ? 4'h9 : 4'h5;
            default: byte_length = 4'h0;
        endcase
    end
    always_comb begin
        casez ({state, ctr[9:6]})
            7'h?0: cmd8 = 8'h01;
            7'h01: cmd8 = 8'h42;  
            7'h11: cmd8 = 8'h43;  
            7'h13: cmd8 = 8'h01;
            7'h21: cmd8 = 8'h44;  
            7'h23: cmd8 = {7'h0, analog_mode};
            7'h24: cmd8 = 8'h03;  
            7'h31: cmd8 = 8'h4d;  
            7'h34: cmd8 = 8'h01;
            7'h35: cmd8 = 8'hff;
            7'h36: cmd8 = 8'hff;
            7'h37: cmd8 = 8'hff;
            7'h38: cmd8 = 8'hff;
            7'h41: cmd8 = 8'h43;  
            7'h51: cmd8 = 8'h42;  
            7'h53: cmd8 = {7'h0, vibrate_sub};
            7'h54: cmd8 = vibrate;
            default: cmd8 = 8'h0;
        endcase
    end
    always_ff @(posedge clk) begin
        if (reset) begin
            id <= 8'h0;
            pad_buttons <= 16'hffff;
            pad_right_hori <= 8'h80;
            pad_right_vert <= 8'h80;
            pad_left_hori <= 8'h80;
            pad_left_vert <= 8'h80;
        end else if ((~n_sel) & (ctr[5:0] == 6'h3f)) begin
            case ({state, ctr[9:6]})
                7'h01: id <= dat8;
                7'h51: id <= dat8;
                7'h53: pad_buttons[7:0] <= dat8;
                7'h54: pad_buttons[15:8] <= dat8;
                7'h55: if (analog_mode_now) pad_right_hori <= dat8;
                7'h56: if (analog_mode_now) pad_right_vert <= dat8;
                7'h57: if (analog_mode_now) pad_left_hori <= dat8;
                7'h58: if (analog_mode_now) pad_left_vert <= dat8;
                default: ;
            endcase
        end else if (ctr == CTR_MAX) begin
            if (id_incorrect) begin
                pad_buttons <= 16'hffff;
                pad_right_hori <= 8'h80;
                pad_right_vert <= 8'h80;
                pad_left_hori <= 8'h80;
                pad_left_vert <= 8'h80;
            end else if (~analog_mode_now) begin
                pad_right_hori <= 8'h80;
                pad_right_vert <= 8'h80;
                pad_left_hori <= 8'h80;
                pad_left_vert <= 8'h80;
            end
        end
    end
endmodule
module seg7 (
    input logic [3:0] idat,
    output logic [6:0] odat
);
    always_comb begin
        case (idat)
            4'h0: odat = 7'b1000000;
            4'h1: odat = 7'b1111001;
            4'h2: odat = 7'b0100100;
            4'h3: odat = 7'b0110000;
            4'h4: odat = 7'b0011001;
            4'h5: odat = 7'b0010010;
            4'h6: odat = 7'b0000010;
            4'h7: odat = 7'b1011000;
            4'h8: odat = 7'b0000000;
            4'h9: odat = 7'b0010000;
            4'ha: odat = 7'b0001000;
            4'hb: odat = 7'b0000011;
            4'hc: odat = 7'b1000110;
            4'hd: odat = 7'b0100001;
            4'he: odat = 7'b0000110;
            4'hf: odat = 7'b0001110;
            default: odat = 7'b1111111;
        endcase
    end
endmodule
module top (
    input logic clk_50mhz,
    input logic n_reset,
    input logic dat,
    output logic cmd,
    output logic n_sel,
    output logic sclk,
    input logic n_ack,
    input logic n_vibrate_sub_on,
    input logic n_vibrate_on,
    input logic [7:0] vibrate,
    input logic analog_mode,
    input logic check_left_stick,
    output logic [6:0] hex0,
    output logic [6:0] hex1,
    output logic [6:0] hex2,
    output logic [6:0] hex3,
    output logic [6:0] hex4,
    output logic [6:0] hex5,
    output logic [9:0] led
);
    logic [15:0] pad_buttons;
    logic [7:0] pad_right_hori, pad_right_vert, pad_left_hori, pad_left_vert;
    logic pad_connect;
    logic pad_clk;  
    assign led[9:4] =
        {pad_connect, ~n_vibrate_on, ~n_vibrate_sub_on, 3'h0};
    pad_clk_generator pad_clk_generator(
        .clk_50mhz,
        .pad_clk
    );
    pad_driver pad_driver(
        .clk(pad_clk),
        .reset(~n_reset),
        .analog_mode,
        .vibrate_sub(~n_vibrate_sub_on),
        .vibrate(n_vibrate_on ? 8'h0 : vibrate),
        .dat,
        .cmd,
        .n_sel,
        .sclk,
        .n_ack,
        .pad_connect,
        .pad_buttons,
        .pad_right_hori,
        .pad_right_vert,
        .pad_left_hori,
        .pad_left_vert
    );
    buttons_decoder buttons_decoder(
        .pad_buttons,
        .hex_left(hex1),
        .hex_right(hex0),
        .leds(led[3:0])
    );
    seg7 seg7_2(
        .idat(check_left_stick ? pad_left_hori[3:0] : pad_right_hori[3:0]),
        .odat(hex2)
    );
    seg7 seg7_3(
        .idat(check_left_stick ? pad_left_hori[7:4] : pad_right_hori[7:4]),
        .odat(hex3)
    );
    seg7 seg7_4(
        .idat(check_left_stick ? pad_left_vert[3:0] : pad_right_vert[3:0]),
        .odat(hex4)
    );
    seg7 seg7_5(
        .idat(check_left_stick ? pad_left_vert[7:4] : pad_right_vert[7:4]),
        .odat(hex5)
    );
endmodule
==> design/flow/run.sh <==
#!/bin/bash
# OpenROAD 26Q1-2900-gdf79404cd8, Yosys 0.63+post, stock flow scripts
make -C /OpenROAD-flow-scripts/flow DESIGN_CONFIG=/design/flow/config.mk WORK_HOME=/design/flow/orfs finish
==> design/flow/config.mk <==
export PLATFORM = sky130hd
export DESIGN_NAME = top
export DESIGN_NICKNAME = top
export VERILOG_FILES = /design/flow/design.v
export SDC_FILE = /design/flow/constraint.sdc
export NUM_CORES = 4
export LEC_CHECK = 1
export CORE_UTILIZATION = 40
==> design/flow/constraint.sdc <==
current_design top

set clk_period 3.5
set clk_io_pct 0.2

create_clock -name clk0 -period $clk_period [get_ports {clk_50mhz}]

set non_clock_inputs [all_inputs -no_clocks]
set_input_delay [expr $clk_period * $clk_io_pct] -clock clk0 $non_clock_inputs
set_output_delay [expr $clk_period * $clk_io_pct] -clock clk0 [all_outputs]
==> impl_metrics.csv <==
group,metric,value,unit
floorplan,fp_util,41.3,%
cts,h-tree-depth,1,
place,port-buffer-count,64,
logic_synthesis,numSynthFlops,88,
min_path,hold_path_end,"pad_clk_generator.divider[5]",
global_route,grt_max_degree,83,
place,gp_congestion,0.884,
critical_path,reg2reg_depth,2,
logic_synthesis,synth_stat.cells,655,
drt,drc_errors,0,
final_timing,slew_headroom,50.0,%
logic_synthesis,area_leaders,"dfxtp_1 (32%), ha_1 (8.2%), mux2i_1 (8.2%), nand2_1 (4.4%), nor2_1 (4.1%)",
power_and_ir_drop,p_leak,0.00263,uW
drt,wl_per_cell,13.0,um
critical_path,end_kind,"output port",
final_timing,finalClockPeriodUsage,96.2,%
finish,final_area,0.00652,mm^2
logic_synthesis,top_area_cell,"dfxtp_1",
cts,clkTransAtPathRegs,0.03,ns
drt,vias_per_cell,5.17,
critical_path,path_max_fanout,5,
drt,drt_pass1_iterations,4,
drt,vias,4616,
drt,first_iter_violations,246,
logic_synthesis,top_cell_area_share,31.7,%
global_route,grt_pass1_wl,19.8,mm
finish,n_fill_cell,1209,
critical_path,cp_data_required_time,2.80,ns
global_route,track_usage,16.9,%
logic_synthesis,ys.warnings.count,3,
critical_path,rrSetupSlack,2.30,ns
final_timing,maxSlewViolCount,0,
floorplan,chipArea,0.0142,mm^2
final_timing,untimed_endpoints,101,
flow_run,max_cap_violations,0,
final_timing,skew,0.0000649,ns
logic_synthesis,synth_seq_share,32.3,%
status,outcome,"complete, no violations",
place,place_area,0.00637,mm^2
cts,numCtsBuffers,3,
logic_synthesis,synthCells,655,
global_route,grt_overflow,0,
cts,worstSkewPairLatency,0.22,ns
min_path,min-delay-start,"pad_clk_generator.divider[5]",
min_path,hp-class,"reg2reg",
floorplan,die_h,119,um
finish,drive_above_1_share,11.7,%
drt,n_antenna_cell,0,
critical_path,regToRegStartpoint,"pad_clk_generator.pad_clk",
floorplan,rows,42,
logic_synthesis,yosysUniqueCellTypes,69,
final_timing,min_period,3.37,ns
cts,cts_tree,"yes",
critical_path,startpoint_type,"primary input",
floorplan,core-area,0.0133,mm^2
final_timing,unclocked_pins,81,
final_timing,tightest_slew,0.750,ns
logic_synthesis,yosys_area,0.00549,mm^2
finish,postLayoutCoreUtil,49.0,%
final_timing,setup_viol_count_final,0,
drt,detail-route-antenna-nets,0,
min_path,worstHoldPathCells,1,
cts,root_buffer,"clkbuf_16",
logic_synthesis,avgSynthCellArea,8.39,um^2
power_and_ir_drop,ir_drop,0.000356,V
cts,clock_path_buffers,2,
global_route,grt_pass1_vias,4173,
logic_synthesis,synth_top_flop_cell,"dfxtp_1",
logic_synthesis,async_flop_share,0,%
critical_path,critPathArrivalTime,2.67,ns
floorplan,ioPinCount,71,
logic_synthesis,syn_area,0.00549,mm^2
place,hpwl,8.69,mm
critical_path,reg2reg_to,"pad_clk_generator.pad_clk",
final_timing,grt_setup_unrepaired,"no",
final_timing,clock.fmax,0.297,GHz
finish,area_growth,18.6,%
global_route,antenna_found_initial,0,
power_and_ir_drop,finalPower,337,uW
flow_run,warnings,51,
drt,wl,11.6,mm
floorplan,die_x,119,um
logic_synthesis,synth-edff-count,1,
power_and_ir_drop,powerDensity,51.7,mW/mm^2
final_timing,hold_violations,0,
critical_path,crit_type,"in2out",
==> logic make-up (layout without fill, tap and decap cells) <==
logic type	after synthesis	after routing	synth area share, %
AND-OR/OR-AND	129	129	16.2
buffers and inverters	79	138	7.15
other	2	5	0.137
XOR/XNOR	16	16	2.55
adder cells (fa/ha/maj)	36	36	8.20
AND/OR/NAND/NOR	254	254	23.8
flip-flops	88	88	32.3
multiplexers	51	51	9.64
==> Yosys cell counts (6+ instances only) <==
library cell	count
nand2_1	65
buf_2	8
dfxtp_1	87
nor2_1	60
nor2b_1	21
o21ai_1	17
and2_1	12
nor3_1	23
a21oi_1	10
o21ai_0	34
xor2_1	6
ha_1	36
buf_4	21
a21boi_0	7
nand4_1	8
xnor2_1	10
o21ai_2	7
a32o_1	7
clkbuf_1	18
inv_1	28
mux2i_1	45
nand3_1	33
==> placed cells by master, fill, tap and decap left out, types with 21 or more instances in the layout <==
| cell type | Yosys | routed |
|---|---|---|
| ha_1 | 36 | 36 |
| nor2b_1 | 21 | 21 |
| dfxtp_1 | 87 | 87 |
| nor2_1 | 60 | 60 |
| o21ai_0 | 34 | 34 |
| nand3_1 | 33 | 33 |
| nor3_1 | 23 | 23 |
| mux2i_1 | 45 | 44 |
| clkdlybuf4s50_1 | 0 | 62 |
| inv_1 | 28 | 28 |
| buf_4 | 21 | 38 |
| nand2_1 | 65 | 65 |
==> cell type report <==
class / count / area, um^2 / share of cell area (%)
well taps: 176 / 220 / 3.38
multi-input cells: 491 / 3340 / 51.3
clock buffers: 4 / 78.8 / 1.21
flip-flops and latches: 88 / 1770 / 27.2
repair buffers: 105 / 993 / 15.2
inverters: 29 / 109 / 1.67
==> worst max-delay path: stages <==
cell and delay, ns:
clkdlybuf4s15_1 0.24, buf_12 0.18, buf_4 0.14, mux2i_1 0.12
buf_4 0.15, ha_1 0.31, nor2_1 0.13, a211oi_1 0.07
a21oi_1 0.14, clkdlybuf4s50_1 0.47
==> power breakdown <==
part / internal (uW) / switching (uW)
logic: 38.8 / 27.6
registers: 82.0 / 0
clock network: 151 / 37.5
total: 272 / 65.1
==> state kept, by name, indices dropped and copies added (netlist names) <==
| name | count |
|---|---|
| pad_driver.pad_left_hori | 8 |
| pad_driver.cmd | 1 |
| pad_driver.id | 8 |
| pad_clk_generator.divider | 6 |
| pad_driver.ctr | 13 |
| pad_driver.state | 3 |
| pad_driver.pad_left_vert | 8 |
| pad_driver.pad_buttons | 16 |
| pad_driver.pad_right_vert | 8 |
| pad_driver.pad_right_hori | 8 |
| pad_clk_generator.pad_clk | 1 |
| pad_driver.dat8 | 8 |
==> per-layer routing <==
layer	share of wire [%]	track usage, %
met5	0	0
met4	0.47	0.712
met3	2.1	0.440
met2	47	27.5
met1	50	26.9
==> timing repair <==
action                                  in CTS  in global routing
endpoints found under the setup margin      21                  2
hold buffers                                 0                  0
gates resized                                2                  1
cloned                                       1                  0
buffers inserted                             3                  0
hold endpoints to repair                     0                  0
==> through the flow <==
stage	setup slack, ns	TNS [ns]	cells	hold WS (ns)
CTS	0.114	0	893	0.470
finish	0.135	0	893	0.472
global route	0.0110	0	893	0.517
global placement	-0.101	-0.513	885	0.451
detailed placement	-0.135	-0.758	885	0.465
floorplan	0.129	0	658	0.433
==> worst max path at each step <==
stage	start	end	slack (ns)	cells after the start
finish	check_left_stick	hex2[3]	0.13	10
global route	check_left_stick	hex2[3]	0.01	10
CTS	check_left_stick	hex2[3]	0.11	10
Power figures rest on the tool's default switching activity, not on a simulated workload.
